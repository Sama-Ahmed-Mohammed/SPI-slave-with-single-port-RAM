==> flow/design.v <==
module ram #(
    parameter MEM_DEPTH = 256,
    parameter ADDR_SIZE = 8
)(
    input [(ADDR_SIZE+2) - 1 : 0] din,
    input clk,
    input rst_n,
    input rx_valid,
    output reg [ADDR_SIZE - 1 : 0] dout,
    output reg tx_valid
);
    reg [ADDR_SIZE - 1 : 0] mem [MEM_DEPTH - 1 : 0];
    reg [ADDR_SIZE - 1 : 0] address;
    always@(posedge clk) begin
        if(!rst_n) begin
            dout <= 0;
            tx_valid <= 0;
        end
        else begin
            casex({(din[ADDR_SIZE + 1 : ADDR_SIZE]), rx_valid})
                3'b001 : begin 
                    address <= din[ADDR_SIZE - 1 : 0]; 
                    dout <= 0;
                    tx_valid <= 0;
                end
                3'b011 : begin
                    mem[address] <= din[ADDR_SIZE - 1 : 0];
                    dout <= 0;
                    tx_valid <= 0;
                end
                3'b101 : begin 
                    address <= din[ADDR_SIZE - 1 : 0]; 
                    dout <= 0;
                    tx_valid <= 0;
                end
                3'b11x : begin
                    tx_valid <= 1;
                    dout <= mem[address];
                end
                default : begin
                    dout <= 0;
                    tx_valid <= 0;
                end
            endcase
        end
    end
endmodule
module spi_slave #(
    parameter ADDR_SIZE = 8,
    parameter IDLE = 3'b000,
    parameter CHK_CMD = 3'b001,
    parameter WRITE = 3'b010,
    parameter READ_ADD = 3'b011,
    parameter READ_DATA = 3'b100
)(
    input MOSI,
    input SS_n,
    input clk,
    input rst_n,
    input [ADDR_SIZE - 1 : 0] tx_data,
    input tx_valid,
    output reg [(ADDR_SIZE+2) - 1 : 0] rx_data,
    output reg rx_valid,
    output reg MISO
);
    (*fsm_encoding = "one_hot" *)
    reg [2:0] cs;
    reg [2:0] ns;
    reg read_addr_or_data;  
    always@(cs, SS_n, MOSI) begin
        case(cs)
            IDLE        : begin
                if(SS_n) ns <= IDLE;
                else ns <= CHK_CMD;
            end
            CHK_CMD     : begin
                if(!SS_n && !MOSI) ns <= WRITE;
                else if(!SS_n && MOSI)begin 
                    if(!read_addr_or_data) begin
                        ns <= READ_ADD;
                    end
                    else begin
                        ns <= READ_DATA;
                    end
                end
                else ns <= IDLE;
            end
            WRITE       : begin
                if(!SS_n) ns <= WRITE; 
                else ns<= IDLE;
            end
            READ_ADD    : begin
                if(!SS_n) ns <= READ_ADD; 
                else ns <= IDLE;
            end
            READ_DATA   : begin
                if(!SS_n) ns <= READ_DATA; 
                else ns <= IDLE;
            end
            default     : ns <= IDLE;
        endcase
    end
    always@(posedge clk)begin
        if(!rst_n) cs <= IDLE;
        else cs <= ns;
    end
    reg [$clog2(ADDR_SIZE+2) - 1: 0] counter;
    reg [(ADDR_SIZE+2) - 1 : 0] temp;  
    always@(posedge clk) begin
        if(!rst_n ) begin
            MISO <= 0;
            rx_data <= 0;
            rx_valid <= 0;
            counter <= 0;
            temp <= 0;
            read_addr_or_data <= 0;  
        end
        else begin
            if(cs == WRITE || cs == READ_ADD || cs == READ_DATA) begin
                temp[(ADDR_SIZE+2) - counter - 1] <= MOSI;  
                if(tx_valid) MISO <= tx_data[ADDR_SIZE - counter];
                if(counter == (ADDR_SIZE + 1)) begin 
                    counter <= 0;
                    rx_data <= temp;
                    rx_valid <= 1;  
                end
                else begin
                    counter <= counter + 1;
                    rx_valid <= 0;
                end
                if(cs == READ_ADD) read_addr_or_data <= 1;
                else if(cs == READ_DATA) read_addr_or_data <= 0;
            end
            else begin 
                rx_valid <= 0;
                counter <= 0;
                temp <= 0;
            end
        end
    end 
endmodule
module top #(
    parameter ADDR_SIZE = 8,
    parameter MEM_DEPTH = 256
    )(  
    input SS_n,
    input clk,
    input rst_n,
    input MOSI,
    output MISO
    );
    wire [ADDR_SIZE - 1 : 0] tx_data;
    wire tx_valid;
    wire [(ADDR_SIZE+2) - 1 : 0] rx_data;
    wire rx_valid;
    spi_slave #(.ADDR_SIZE(ADDR_SIZE))
        spi(.clk(clk), .rst_n(rst_n), .SS_n(SS_n), .MISO(MISO), .MOSI(MOSI), 
            .rx_data(rx_data), .rx_valid(rx_valid),
            .tx_data(tx_data), .tx_valid(tx_valid));
    ram #(.MEM_DEPTH(MEM_DEPTH), .ADDR_SIZE(ADDR_SIZE))
        ram(.clk(clk), .rst_n(rst_n), 
            .din(rx_data), .rx_valid(rx_valid),
            .dout(tx_data), .tx_valid(tx_valid));
endmodule
==> flow/run.sh <==
#!/bin/bash
# OpenROAD 26Q1-2900-gdf79404cd8, Yosys 0.63+post, stock flow scripts
make -C /OpenROAD-flow-scripts/flow DESIGN_CONFIG=/design/flow/config.mk WORK_HOME=/design/flow/orfs finish
==> flow/config.mk <==
export PLATFORM = sky130hd
export DESIGN_NAME = top
export DESIGN_NICKNAME = top
export VERILOG_FILES = /design/flow/design.v
export SDC_FILE = /design/flow/constraint.sdc
export NUM_CORES = 4
export LEC_CHECK = 1
export CORE_UTILIZATION = 50
==> flow/constraint.sdc <==
current_design top

set clk_period 69.3
set clk_io_pct 0.2

create_clock -name clk0 -period $clk_period [get_ports {clk}]

set non_clock_inputs [all_inputs -no_clocks]
set_input_delay [expr $clk_period * $clk_io_pct] -clock clk0 $non_clock_inputs
set_output_delay [expr $clk_period * $clk_io_pct] -clock clk0 [all_outputs]
==> job_summary.md <==
## Synthesis and layout report

| Metric | Value |
|---|---|
| Crit. End Element | `register` |
| Clock buffer count from CTS | `199` |
| Fp_density | `~50%` |
| Grt ovf | `0` |
| Max-Cap Viols | `0` |
| Distinct lib cells | `between 60 and 70` |
| Initial antenna violation count | `1` |
| DR vias | `roughly 39k` |
| Dpl hpwl | `between 100,000 and 150,000 µm` |
| F_max | `around 0.059 GHz` |
| Yosys simple share | `2.96%` |
| Syn Std Cell Area | `81,700 µm²` |
| Die footprint | `about 170,000 µm²` |
| Top cells, area | `edfxtp_1, mux4_2, nor2_1` |
| Adder Share, Synth | `less than 1%` |
| Die W | `just over 400 µm` |
| Initial DRC Count | `2,946` |
| CTS Buffer Depth | `3` |
| Worst VDD drop | `between 20 and 30 µV` |
| Aoi share | `under 10%` |
| Final Instance Area | `between 90,000 and 100,000 µm²` |
| Share of post-route cells with drive strength above 1 | `about a quarter` |
| Minimum clock period | `roughly 17 ns` |
| Reg clk slew, reported paths | `about 0.060 ns` |
| Yosys warns | `2` |
| Top cell type's share of synthesized area | `approximately three quarters` |
| # IOs | `5` |
| IO Port Bufs | `4` |
| Die Ht | `406 µm` |
| Worst path cell trace | `clkdlybuf4s50_1 > buf_4 > nand2_1 > nor3b_1 > nor3b_1 > nand2_2 > buf_4 > nor2_1` |
| Most common cell in the synthesized netlist | `edfxtp_1` |
| Ys async rst share | `0%` |
| Tot GR Track Use | `a little under a third` |
| Delay-heaviest family, CP | `simple AND/OR/NAND/NOR gates` |
| Routability Congestion | `a little over 0.9` |
| Worst-Skew Late Latency | `0.84 ns` |
| Root Buffer | `clkbuf_16` |
| Detail Route Antenna Nets | `0` |
| CTS resizes | `0` |
| Remaining DRCs | `0` |
| Lkg Pwr | `0.0283 µW` |
| Mux share | `16.7%` |
| # setup viols final | `0` |
| Yosys chip area | `just over 80,000 µm²` |
| CTS tree | `built` |
| WP buf/inv | `3` |
| Final setup TNS | `0 ns` |
| # rows | `about 150` |
| # Cells Yosys | `approximately 3.8k` |
| Via count of the first global-routing pass | `~44k` |
| Number of synthesized flops with an enable pin | `between 2k and 2.5k` |
| Final hold violation count | `0` |
| Crit share post-route | `between 20% and 30%` |
| Mean post-synth cell area | `between 20 and 25 µm²` |
| Main logic family | `multiplexers` |
| Crit path DRT | `around 70 ns` |
| Fillers | `between 10k and 15k` |
| Largest net degree at the start of global routing | `about 99` |
| Core area | `approximately 160,000 µm²` |
| Critical path arrival | `17.35 ns` |
| Cell Pwr Density | `~27 nW/µm²` |
| Clk_skew | `between 0.02 and 0.03 ns` |
| Area leader, netlist | `edfxtp_1` |
| Via density | `around 6.3` |
| CP Launch Type | `primary input` |
| Status | `finished clean` |
| Commonest cells in the netlist | `edfxtp_1, mux4_2, nor2_1` |
| RSZ-0062 raised after global routing | `no` |
| DR pass1 iterations | `6` |
| Setup bufs post-CTS | `0` |
| Largest stage delay on the critical path | `between 0.6 and 0.7 ns` |
| Top_reg_cell synth | `edfxtp_1` |
| First-pass GRT wire length | `between 300,000 and 400,000 µm` |
| Flops out of synthesis | `2,097` |
| Total detailed-routing wirelength | `215,000 µm` |
| Max-slew violation count | `0` |
| TritonCTS Sinks | `roughly 2.1k` |
| Post-place instance area | `between 80,000 and 90,000 µm²` |
| Syn Inst Count | `3,755` |
| XORs/XNORs by Area | `less than 1%` |
| OpenROAD warning count | `32` |
| Worst rel slew slack | `~27%` |
| Routed len/inst | `between 30 and 40 µm` |
| Seq/Total Area, Yosys | `between 70% and 80%` |
| WS Path Type | `in2reg` |
| Syn-to-layout area delta | `11.0%` |
| # hold bufs at CTS | `0` |
| CP max stage cell | `nor3b_1` |
| Worst hold-check path type | `reg2reg` |
| Hold slack final | `about 0.43 ns` |
| H-tree levels | `4` |
| CP max FO | `19` |
| Final core occ | `55.8%` |
| Slew @ Worst Pin | `approximately 1.1 ns` |
-- power breakdown --
part           leakage [µW]  switching (µW)  total (µW)  internal, µW
Sequential           0.0194          0.0821        1370          1370
Combinational       0.00585            1.27        2.04         0.766
Clock               0.00305             465        1050           581
-- metrics by stage --
| stage | total power (µW) | setup WS, ns | std cells |
|---|---|---|---|
| 6_report | 2420 | 52.40 | 6212 |
| 5_1_grt | 2480 | 52.24 | 6209 |
| 4_1_cts | 2430 | 52.50 | 6209 |
| 3_5_place_dp | 1400 | 51.65 | 5837 |
| 3_3_place_gp | 1400 | 51.68 | 5837 |
| 2_1_floorplan | 1400 | 53.26 | 3755 |
-- layout by cell type, fill, tap and decap left out, types with 12 or more instances in the layout --
| master | instances |
|---|---|
| o21ai_0 | 15 |
| nand2_1 | 47 |
| a21oi_1 | 33 |
| mux2i_1 | 67 |
| clkinvlp_4 | 16 |
| ha_1 | 13 |
| clkinv_2 | 43 |
| clkbuf_1 | 31 |
| dfxtp_1 | 33 |
| nand4_1 | 13 |
| nand2_2 | 15 |
| nand3_1 | 29 |
| a22o_1 | 34 |
| buf_4 | 122 |
| nor2b_1 | 35 |
| nor3_1 | 23 |
| nor2_1 | 290 |
| a22oi_1 | 24 |
| a31oi_1 | 16 |
| edfxtp_1 | 2056 |
| clkbuf_16 | 203 |
| o22ai_1 | 21 |
| inv_1 | 15 |
| a221oi_1 | 31 |
| mux4_2 | 572 |
| clkinv_1 | 50 |
| bufinv_16 | 12 |
-- logic make-up (layout without fill, tap and decap cells) --
logic type	count (synthesis)	after routing
DFF	2097	2097
muxes	645	645
and+or+nand+nor	528	528
buffers and inverters	243	522
AOI/OAI and AO/OA	219	219
adders and majority gates	13	13
xor gates and xnor gates	10	10
other	0	3
-- worst paths after layout --
| check | from | slack (ns) | cells after the start | to |
|---|---|---|---|---|
| min reg2reg | spi.cs[0]$_DFF_P_ | 0.43 | 2 | spi.cs[3]$_DFF_P_ |
| max reg2reg | ram.address[1]$_DFFE_PP_ | 63.42 | 11 | ram.dout[3]$_SDFF_PN0_ |
| min | spi.cs[0]$_DFF_P_ | 0.43 | 2 | spi.cs[3]$_DFF_P_ |
| max | rst_n | 52.40 | 8 | ram.mem[60][0]$_DFFE_PP_ |
-- metal layers --
metal | vias up | global-route usage [%] | wire length, µm
li1 | 16046 | - | -
met4 | 2 | 8.08 | 7690
met2 | 2927 | 41.2 | 98400
met3 | 367 | 24.8 | 40300
met5 | - | 0.0892 | 7
met1 | 19604 | 40.6 | 68600
-- tightest hold or removal path, cell delays in order (launching register included) --
cell and delay [ns]:
dfxtp_1 0.31, inv_1 0.05, nor2_1 0.03
-- cell type report --
class                   instances  area [µm²]  area share [%]
diodes                          3        7.51         0.00827
clock inverters               138        1070            1.18
flip-flops and latches       2097       62600            69.0
repair buffers                134        1120            1.23
clock buffers                 234        5200            5.73
multi-input cells            1415       18000            19.8
well taps                    2175        2720            3.00
inverters                      16        67.6          0.0745
-- flip-flops by register name (all words and copies together), names as in the netlist --
name,flops
ram.dout,8
spi.read_addr_or_data,1
spi.temp,10
ram.tx_valid,1
spi.rx_data,10
ram.address,8
spi.MISO,1
ram.mem,2048
spi.cs,5
spi.rx_valid,1
spi.counter,4
No activity file was given, so power comes from the tool's default toggle rates.
